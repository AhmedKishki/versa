[./design.v]
module top(input clk, output [7:0] led, output [13:0] disp);
    localparam div_n = 25;
    reg clk_div;
    reg [div_n-1:0] div_ctr; 
    always @(posedge clk) begin
        div_ctr <= div_ctr + 1'b1;
        clk_div <= (div_ctr == 0);
    end
        localparam pat_len = 52;
    wire [13:0] display_pat[0:pat_len-1];
    assign display_pat[0] = 14'b10001000110110;   
    assign display_pat[1] = 14'b10000000111001;   
    assign display_pat[2] = 14'b00000000111000;   
    assign display_pat[3] = 14'b00000000111000;   
    assign display_pat[4] = 14'b00000000111111;   
    assign display_pat[5] = 14'b00000000000000;
    assign display_pat[6] = 14'b01010000110110;   
    assign display_pat[7] = 14'b00000000111111;   
    assign display_pat[8] = 14'b10010100110001;   
    assign display_pat[9] = 14'b00000000111000;   
    assign display_pat[10] = 14'b01000001110000;   
    assign display_pat[11] = 14'b00000000000000;
    assign display_pat[12] = 14'b10000000110001;   
    assign display_pat[13] = 14'b10010100110001;   
    assign display_pat[14] = 14'b00000000111111;   
    assign display_pat[15] = 14'b00000101110110;   
    assign display_pat[16] = 14'b00000000000000;
    assign display_pat[17] = 14'b10001000110011;   
    assign display_pat[18] = 14'b10010100110001;   
    assign display_pat[19] = 14'b00000000111111;   
    assign display_pat[20] = 14'b00000000001110;   
    assign display_pat[21] = 14'b10000000111001;   
    assign display_pat[22] = 14'b00000000111001;   
    assign display_pat[23] = 14'b00100010000001;   
    assign display_pat[24] = 14'b00000000000000;
    assign display_pat[25] = 14'b00100010000001;   
    assign display_pat[26] = 14'b10010100110001;   
    assign display_pat[27] = 14'b10000000111001;   
    assign display_pat[28] = 14'b00000000111000;   
    assign display_pat[29] = 14'b00000000111000;   
    assign display_pat[30] = 14'b00100010001001;   
    assign display_pat[31] = 14'b10001000101101;   
    assign display_pat[32] = 14'b00000000000000;
    assign display_pat[33] = 14'b00000000111111;   
    assign display_pat[34] = 14'b00010001110110;   
    assign display_pat[35] = 14'b00000000000000;
    assign display_pat[36] = 14'b00100010000001;   
    assign display_pat[37] = 14'b10001000110110;   
    assign display_pat[38] = 14'b10000000111001;   
    assign display_pat[39] = 14'b00000000000000;
    assign display_pat[40] = 14'b01000100110000;   
    assign display_pat[41] = 14'b10000000111001;   
    assign display_pat[42] = 14'b10010100110001;   
    assign display_pat[43] = 14'b10001000101101;   
    assign display_pat[44] = 14'b10001000110111;   
    assign display_pat[45] = 14'b00000000000000;
    assign display_pat[46] = 14'b10010100111001;   
    assign display_pat[47] = 14'b00000000111111;   
    assign display_pat[48] = 14'b10001000110111;   
    assign display_pat[49] = 14'b10010100110001;   
    assign display_pat[50] = 14'b01000001110000;   
    assign display_pat[51] = 14'b00000000000000;
    reg [$clog2(pat_len):0] pat_ctr;
    always @ ( posedge clk ) begin
        if (clk_div) begin
            if (pat_ctr == 2*pat_len - 1)
                pat_ctr <= 0;
            else
                pat_ctr <= pat_ctr + 1'b1;
        end
    end
    assign led = {clk, ~pat_ctr};
    assign disp = pat_ctr[0] ? 14'h3FFF : ~(display_pat[pat_ctr[$clog2(pat_len):1]]);
endmodule
[./constraint.sdc]
current_design top

set clk_period 5.7
set clk_io_pct 0.2

create_clock -name clk0 -period $clk_period [get_ports {clk}]

set non_clock_inputs [all_inputs -no_clocks]
set_input_delay [expr $clk_period * $clk_io_pct] -clock clk0 $non_clock_inputs
set_output_delay [expr $clk_period * $clk_io_pct] -clock clk0 [all_outputs]
[./run.sh]
#!/bin/bash
# OpenROAD 26Q1-2900-gdf79404cd8, Yosys 0.63+post, stock flow scripts
make -C /OpenROAD-flow-scripts/flow DESIGN_CONFIG=/design/flow/config.mk WORK_HOME=/design/flow/orfs finish
[./config.mk]
export PLATFORM = sky130hd
export DESIGN_NAME = top
export DESIGN_NICKNAME = top
export VERILOG_FILES = /design/flow/design.v
export SDC_FILE = /design/flow/constraint.sdc
export NUM_CORES = 4
export LEC_CHECK = 1
export CORE_UTILIZATION = 40
==> COMMIT_EDITMSG <==
Record implementation results from latest flow run

- The run finished with clean final reports.
* IR Drop Worst-Case VDD: between 0.0001 and 0.00015 V
- The worst setup path is captured at a primary output.
- Clock insertion delay at the later pin of the skew report: between 300 and 400 ps
* Cell area after layout: between 2000 and 3000 um2
- Least-Margin Pin Slew: 791 ps
- In this run, distinct cell masters in the synthesized netlist total between 40 and 50.
* Initial standard-cell utilization of the core: between 40% and 50%
* Setup repair after global routing missed its margin: false
- After detailed routing, the average wire length per cell comes to between 15 and 20 um.
- The region available for standard cell placement spans between 5000 and 6000 um2.
- Endpoint of the lowest-slack register-to-register path: pat_ctr[3]
* Logic family by area: simple AND/OR/NAND/NOR gates
- Measured along the x axis, the die boundary spans about 80 um.
- The number of setup buffers added after CTS is 0.
- Leakage Power: just over 0.8 nW
- The routed layout reports a DRC error count of 0.
- At the end of the flow the core is filled with cells to approximately half.
- Post-synth the commonest register cell is dfxtp_1.
* Yosys aoi share: between 10% and 20%
* Global placement routability congestion: ~0.90
- Pins Over Slew Limit: 0
- Area fraction of the dominant cell type after synthesis: 22.2%
- Logic depth along the worst register-to-register path is recorded as 3.
- Vias per cell: 5.81
- R2R Setup Slk: about 3800 ps
- The detail route stage leaves a number of antenna-violating nets equal to 0.
* Number of antenna diodes: 0
- Cell internal power was estimated by the tool at roughly 380 uW.
- Dominant cell type by area after synthesis: dfxtp_1
- CTS tree: done
- Number of optimization iterations in the first detailed-route pass: 5
- Registers are responsible for approximately half of the overall power.
* Post-synth tally of flip-flops with integrated enable: 7
- For this run the detailed placement stage logged an HPWL of ~3900 um.
- The number of antenna violations at the first check in global routing was 0.
- In this run, the clock network consumes 48.7% of the power.
- After the first detailed-routing iteration, the DRC count stood at roughly 320.
* Async set or reset register ratio after synthesis: 0%
- Fraction of synthesized area in multiplexers: ~1.3%
- Cells after Synth: about 310
- Entering global routing, the biggest net connects 36 pins.
* Cell area after placement: 2570 um2
- Total negative setup slack: 0 ps
- Wire length after detailed routing: approximately 6000 um
* Worst Setup Path Type: clk -> out
- Switching portion of total power: a little under a fifth
- The routed layout has 2,282 vias.
* Area fraction in full adders, half adders and majority gates: ~1.6%
* Vias in the first global route: approximately 2,000
- Combinational cells account for 0% of the total power.
- In the post-synthesis netlist, the biggest area contributors are dfxtp_1 22%, edfxtp_1 9.0%, xnor2_1 6.3%.
- Yosys Instances: 311
- During placement, the flow inserted port buffers numbering 22.
* Maximum fanout along the worst path: 2
- In the synthesized netlist, the cells that appear most often are 33 x nand2_1, 26 x dfxtp_1, 26 x nor2_1, 24 x o21ai_0, 19 x a21oi_1.
* Pwr/cell area: between 150 and 200 nW/um2
* Required time of the critical path: around 4600 ps
- The floorplan step set the die height to roughly 79 um.
* Syn Std Cell Area: 2350 um2
- Launching point of the worst reg2reg path: pat_ctr[3]
- Number of hold buffers added after cts: 0
- Of the cells placed in the final design, the portion with a size suffix greater than 1 is 5.92%.
- Number of placement rows: 27
- Global routing finished with a remaining overflow of 0.
* Count of warnings emitted by yosys: 1
- Mean post-synth cell area: 7.54 um2
- Area reported by Yosys stat: 2350 um2
- Of the total synthesized cell area, the portion taken by AND, OR, NAND and NOR gates is a little over a quarter.
- STA reports the tightest min-delay check as being of type reg -> reg.
- Synth Register Bits: 33
- Wire length of the first global-routing pass: between 10,000 and 15,000 um
* Number of setup violations in the final report: 0
- The analysis attributes to net switching a power of 86.7 uW.
- Total GRT Usage: between 20% and 30%
- Worst slew margin: 47.3%
* P&R area growth vs syn: 14.6%
- Post-layout worst setup margin: around 1100 ps
* Cell with the most instances after synthesis: nand2_1
- In this run, post-CTS repair resized a total of 0 instances.
- Type of origin of the critical path: clock port
* CP startpoint: clk
- Across all stage logs, warnings added up to 27.
* Boundary pin count: 23
* Critical path arrival: ~3500 ps
- Area of the die: roughly 6200 um2
* Clock-pin slew on the worst setup and hold paths: roughly 60 ps
* Number of max-cap violations: 0
- The synthesized netlist devotes between 10% and 20% of its cell area to XOR and XNOR gates.
- Between clock sinks in the finished design, the worst skew comes to about 7.4 ps.
- Logged for this run, the post-placement worst setup slack is around 1300 ps.
- Share of the yosys chip area belonging to registers: 31.1%
* Timing endpoint of the critical path: led[7]
- Hold-check failures listed in the final report amount to 0.
layout by cell type (no fill, tap or decap), types with 4 or more instances in the layout:
cell,instances
nand3_1,18
a311oi_1,4
o21ai_0,24
nand4_1,11
xor2_1,12
edfxtp_1,7
clkdlybuf4s50_1,22
nor4_1,7
xnor2_1,17
nor2b_1,8
buf_4,5
clkbuf_8,8
o22ai_1,4
nor2_1,26
a21oi_1,19
dfxtp_1,26
nand2_1,33
nor3_1,9
a21o_1,4
inv_1,11
final cells by class:
| cell class | instances | area, um2 |
|---|---|---|
| timing repair buffer | 26 | 248 |
| clock inverter | 1 | 5.00 |
| fill | 559 | 2890 |
| clock buffer | 10 | 124 |
| tap | 72 | 90.1 |
| inverter | 13 | 48.8 |
| sequential | 33 | 731 |
| multi-input combinational | 238 | 1440 |
layer usage:
metal	wire [um]	vias up	GRT usage, %
met2	2490	91	29.6
met1	2950	1046	33.4
met4	122	0	3.89
li1	-	1132	-
met5	0	-	0
met3	432	13	4.37
sequential cells by signal (all words and copies together) (netlist names):
name / cells
clk_div: 1
pat_ctr: 7
div_ctr: 25
critical path: stages:
cell and delay (ps):
clkbuf_8 110, clkbuf_8 110, clkdlybuf4s50_1 380
stage by stage:
step	hold WS (ps)	std cells	total power, mW
global placement	415	383	0.254
CTS	434	393	0.473
global route	461	393	0.486
finish	426	393	0.463
detailed placement	420	383	0.254
floorplan	399	311	0.251
worst min-delay path by stage:
stage	start	depth (start not counted)	slack, ps	end
after CTS	div_ctr[0]	1	430	div_ctr[0]
after global routing	div_ctr[0]	1	460	div_ctr[0]
final	div_ctr[0]	1	430	div_ctr[0]
power by group through the flow:
stage	Sequential [mW]	Clock [mW]	Combinational [mW]
CTS	0.237	0.236	0.000000473
global route	0.237	0.249	0.000000473
finish	0.237	0.225	0.000000473
logic make-up (layout without fill, tap and decap cells):
logic type | after synthesis | count (layout)
and+or+nand+nor | 128 | 128
AOI/OAI and AO/OA | 74 | 74
buffers and inverters | 40 | 50
DFF | 33 | 33
xor gates and xnor gates | 30 | 30
adders and majority gates | 3 | 3
muxes | 3 | 3
Power and IR drop assume default switching activity.
